File: flow/config.mk
export PLATFORM = sky130hd
export DESIGN_NAME = Sqrt2
export DESIGN_NICKNAME = Sqrt2
export VERILOG_FILES = /design/flow/design.v
export SDC_FILE = /design/flow/constraint.sdc
export NUM_CORES = 4
export LEC_CHECK = 1
export CORE_UTILIZATION = 40
File: flow/constraint.sdc
current_design Sqrt2

set clk_period 68.6
set clk_io_pct 0.2

create_clock -name clk0 -period $clk_period [get_ports {clk}]

set non_clock_inputs [all_inputs -no_clocks]
set_input_delay [expr $clk_period * $clk_io_pct] -clock clk0 $non_clock_inputs
set_output_delay [expr $clk_period * $clk_io_pct] -clock clk0 [all_outputs]
File: flow/design.v
`timescale 1ns / 1ns
module Sqrt2
          (In,
           Out, clk, reset);
  input   [14:0] In;   
  input clk, reset;
  output reg [14:0] Out;   
  wire [39:0] C5_out1;   
  wire [54:0] Product5_mul_temp;   
  wire [36:0] Product5_out1;   
  wire signed [36:0] C4_out1;   
  wire signed [37:0] Sum4_add_cast;   
  wire signed [37:0] Sum4_add_cast_1;   
  wire signed [37:0] Sum4_out1;   
  wire signed [15:0] Product4_cast;   
  wire signed [53:0] Product4_mul_temp;   
  wire signed [29:0] Product4_out1;   
  wire [22:0] C3_out1;   
  wire signed [29:0] Sum3_add_cast;   
  wire signed [29:0] Sum3_add_temp;   
  wire [28:0] Sum3_out1;   
  wire [43:0] Product3_mul_temp;   
  wire [22:0] Product3_out1;   
  wire signed [23:0] C2_out1;   
  wire signed [23:0] Sum2_add_cast;   
  wire signed [23:0] Sum2_out1;   
  wire signed [15:0] Product2_cast;   
  wire signed [39:0] Product2_mul_temp;   
  wire signed [17:0] Product2_out1;   
  wire [16:0] C1_out1;   
  wire signed [17:0] Sum1_add_cast;   
  wire signed [17:0] Sum1_add_temp;   
  wire [16:0] Sum1_out1;   
  wire [31:0] Product1_mul_temp;   
  wire [14:0] Product1_out1;   
  wire [9:0] C0_out1;   
  wire [14:0] Sum0_add_cast;   
  wire [14:0] Sum0_out1;   
  reg [14:0] In_reg;
  assign C5_out1 = 40'h0000003057;
  assign Product5_mul_temp = In_reg * C5_out1;
  assign Product5_out1 = Product5_mul_temp[47:11];
  assign C4_out1 = 37'sh1FFFFCC305;
  assign Sum4_add_cast = {1'b0, Product5_out1};
  assign Sum4_add_cast_1 = {C4_out1, 1'b0};
  assign Sum4_out1 = Sum4_add_cast + Sum4_add_cast_1;
  assign Product4_cast = {1'b0, In_reg};
  assign Product4_mul_temp = Product4_cast * Sum4_out1;
  assign Product4_out1 = Product4_mul_temp[45:16];
  assign C3_out1 = 23'b00000000000101001000101;
  assign Sum3_add_cast = {1'b0, {C3_out1, 6'b000000}};
  assign Sum3_add_temp = Product4_out1 + Sum3_add_cast;
  assign Sum3_out1 = Sum3_add_temp[28:0];
  assign Product3_mul_temp = In_reg * Sum3_out1;
  assign Product3_out1 = Product3_mul_temp[36:14];
  assign C2_out1 = 24'sb111111100001101010110101;
  assign Sum2_add_cast = {1'b0, Product3_out1};
  assign Sum2_out1 = Sum2_add_cast + C2_out1;
  assign Product2_cast = {1'b0, In_reg};
  assign Product2_mul_temp = Product2_cast * Sum2_out1;
  assign Product2_out1 = Product2_mul_temp[31:14];
  assign C1_out1 = 17'b01100111111011101;
  assign Sum1_add_cast = {1'b0, C1_out1};
  assign Sum1_add_temp = Product2_out1 + Sum1_add_cast;
  assign Sum1_out1 = Sum1_add_temp[16:0];
  assign Product1_mul_temp = In_reg * Sum1_out1;
  assign Product1_out1 = Product1_mul_temp[28:14];
  assign C0_out1 = 10'b0101101101;
  assign Sum0_add_cast = {4'b0, {C0_out1, 1'b0}};
  assign Sum0_out1 = Product1_out1 + Sum0_add_cast;
    always @(posedge clk)
    begin
   if (reset)
begin
   In_reg <= 15'b0;
   Out <= 15'b0;	
end
   else
   begin
  In_reg <= In;
  Out <= Sum0_out1;
   end
   end
endmodule   
File: flow/run.sh
#!/bin/bash
# OpenROAD 26Q1-2900-gdf79404cd8, Yosys 0.63+post, stock flow scripts
make -C /OpenROAD-flow-scripts/flow DESIGN_CONFIG=/design/flow/config.mk WORK_HOME=/design/flow/orfs finish
==> results.py <==
# Generated from Yosys and OpenROAD reports
metrics = {
    "logic_synthesis": {
        "ys_ff": 30,
        "netlist_area_um2": 46600,
        "ys_async_sr_fraction": 0,
        "ys_cells": 5228,
        "ys_warn_count": 1,
        "flop_cell": "dfxtp_1",
        "enable_flop_cells": 0,
        "yosys.cell_types.count": 97,
        "ys_seq_frac": 0.0129,
        "syn_inst": 5228,
        "ys_area_um2": 46600,
        "syn_area_per_cell_um2": 8.91,
    },
    "setup_path": {
        "cp_slowest_stage_delay_ps": 730,
        "reg2reg_depth": 128,
        "crit_path_top_delay_cell": "a221oi_1",
        "start_kind": "flop",
        "worst_path_most_repeated_cell": "fa_1",
        "cp.arrival_ps": 37440,
        "critical_path_class": "reg2reg",
        "worstSetupEndpointType": "flop",
        "crit_fanout": 23,
        "required_ps": 68790,
    },
    "clock_tree": {
        "htreeDepth": 2,
        "cts-resized-gates": 0,
        "cts_root_buf": "clkbuf_16",
        "clkTransAtPathRegs_ps": 80,
        "tritoncts": "built",
        "cts_hold_buf": 0,
        "cts-buffers-inserted": 5,
        "clockBufferDepth": 2,
        "clock-sinks": 30,
        "clock_latency_ps": 330,
        "cts_setup_buffers": 0,
    },
    "timing": {
        "hold_ws_ps": 732,
        "clock.fmax_mhz": 26.8,
        "worstMarginPinSlew_ps": 941,
        "final-hold-violation-count": 0,
        "clock_skew_ps": 27.2,
        "period_used_share": 0.543,
        "rsz0062_at_grt": "no",
        "drv_slew": 0,
        "tns_ps": 0,
        "fin_crit_ps": 37260,
        "maxSlewHeadroom": 0.368,
        "layout_setup_ws_ps": 31340,
        "setup_viol": 0,
    },
    "final_layout": {
        "fin_area_um2": 49000,
        "nFillCells": 11073,
        "syn2layout_area_growth_pct": 5.23,
        "fin_cells": 6669,
        "lay_top_cells": "inv_1, fa_1, nand2_1, and2_1, ha_1",
        "lay_top_count": "inv_1",
        "drive_above_1_share": 0.0378,
    },
    "hold_path": {
        "min_path_type": "reg2reg",
        "hold_depth": 2,
    },
    "routing": {
        "route.vias.total": 33360,
        "dr.first_iter.drc_count": 1424,
        "drc": 0,
        "postRouteAntennaNets": 0,
        "vias_per_cell": 5.00,
        "antenna_cells": 0,
        "wl_mm": 117,
        "wire_per_inst_um": 17.6,
        "dr.pass1.iters": 5,
    },
    "grt": {
        "grt_overflow_total": 0,
        "grt_pass1_vias": 36476,
        "grt_max_degree": 68,
        "antenna_found_initial": 2,
        "grt_pass1_wl_mm": 198,
        "grt_usage": 0.229,
    },
    "place": {
        "dp.cells": 6661,
        "dpl.hpwl_mm": 93.6,
        "dp_slack_ps": 31840,
        "placed_cell_area_um2": 48900,
        "place.gp.congestion": 0.927,
        "placement.io_buffers": 31,
    },
    "die": {
        "core_um2": 115000,
        "fp_util": 0.405,
        "dieArea_um2": 118000,
        "die_x_um": 343,
        "die_h_um": 343,
        "num_io_pins": 32,
        "rows": 124,
    },
    "job": {
        "warnings": 31,
        "max_cap_viol_count": 0,
    },
    "run_status": {
        "outcome": "finished clean",
    },
}
synthesized netlist by cell type, drive strengths merged (7+ instances only):
cell type  number  share of area
inv          1165          0.094
fa           1118           0.48
nand2         630          0.051
and2          493          0.066
ha            455           0.12
clkbuf        223          0.018
nor2          216          0.017
xnor2         131          0.025
a21oi         128          0.014
xor2           68          0.013
o21ai          64         0.0069
a21o           57         0.0092
nor2b          48         0.0064
nor3           43         0.0054
nand3          40         0.0043
nand2b         38         0.0051
dfxtp          30          0.013
and3           28         0.0038
nand4          19         0.0026
o21bai         17         0.0027
a211oi         16         0.0028
o21a           15         0.0024
or2            13         0.0017
mux2i          11         0.0024
o211ai         11         0.0019
or3            11         0.0016
a31oi          10         0.0013
a211o           9         0.0017
nor3b           8         0.0013
and4            7         0.0014
o31ai           7         0.0011
final timing paths:
kind               from      end  slack (ps)
max           In_reg[9]  Out[14]       31340
min          In_reg[12]  Out[14]         730
min reg2reg  In_reg[12]  Out[14]         730
max reg2reg   In_reg[9]  Out[14]       31340
cells by family after synthesis:
kind of cell / Yosys count / synth area share
AOI/OAI and AO/OA: 402 / 0.0582
xor gates and xnor gates: 202 / 0.0395
adders and majority gates: 1574 / 0.603
buffers and inverters: 1393 / 0.112
DFF: 30 / 0.0129
muxes: 13 / 0.00285
and+or+nand+nor: 1614 / 0.171
cell type report:
cell class	instances	area (µm²)	share of cell area
multi-input combinational	3805	40800	0.831
inverter	1166	4380	0.0893
tap	1512	1890	0.0386
timing repair buffer	148	1210	0.0247
sequential	30	647	0.0132
clock buffer	6	139	0.00283
clock inverter	2	12.5	0.000255
worst max-delay path, delay by kind of cell, from the launching register on:
| kind | cells | cell delay (ps) |
|---|---|---|
| fa+ha+maj | 35 | 16080 |
| flops | 1 | 450 |
| compound gates | 40 | 10700 |
| xor+xnor | 6 | 1170 |
| buf+inv | 18 | 1920 |
| mux | 1 | 270 |
| simple gates | 28 | 6450 |
per-stage QoR:
stage / utilization
after floorplan: -
after global placement: 0.425
after detailed placement: 0.425
after CTS: 0.427
after global routing: 0.427
final: 0.427
per-layer routing:
| metal | wire length (µm) | global-route usage |
|---|---|---|
| met5 | 0 | 0.00120 |
| met4 | 3300 | 0.0461 |
| met3 | 12100 | 0.0912 |
| met2 | 52800 | 0.346 |
| met1 | 49000 | 0.325 |
